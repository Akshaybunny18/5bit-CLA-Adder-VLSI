## config.mk

```make
export PLATFORM = sky130hd
export DESIGN_NAME = top
export DESIGN_NICKNAME = top
export VERILOG_FILES = /design/flow/design.v
export SDC_FILE = /design/flow/constraint.sdc
export NUM_CORES = 4
export LEC_CHECK = 1
export CORE_AREA = 10 10 83 83
export DIE_AREA = 0 0 93 93
```

## constraint.sdc

```tcl
current_design top

set clk_period 3.9
set clk_io_pct 0.2

create_clock -name clk0 -period $clk_period [get_ports {clk}]

set non_clock_inputs [all_inputs -no_clocks]
set_input_delay [expr $clk_period * $clk_io_pct] -clock clk0 $non_clock_inputs
set_output_delay [expr $clk_period * $clk_io_pct] -clock clk0 [all_outputs]
```

## design.v

```verilog
module dff(
    input wire clk,
    input wire rst,
    input wire d,
    output reg q
);
always @(posedge clk) begin
    if (rst)
        q <= 0;
    else
        q <= d;
end
endmodule
module pg_logic (
    input wire [4:0] a,
    input wire [4:0] b,
    output wire [4:0] p,    
    output wire [4:0] g        
);
    assign p   = a ^ b;   
    assign g   = a & b; 
endmodule
module cla_carry (
    input wire [4:0] p,
    input wire [4:0] g,
    output wire [5:0] c
);
    wire [4:0] g_bar;
    wire t2_1, t3_1, t3_2, t4_1, t4_2, t4_3, t5_1, t5_2, t5_3, t5_4;
    assign c[0] = 1'b0;
    assign c[1] = g[0];
    not(g_bar[1], g[1]);
    not(g_bar[2], g[2]);
    not(g_bar[3], g[3]);
    not(g_bar[4], g[4]);
    nand(t2_1, p[1], g[0]);
    nand(c[2], g_bar[1], t2_1);
    nand(t3_1, p[2], g[1]);
    nand(t3_2, p[2], p[1], g[0]);
    nand(c[3], g_bar[2], t3_1, t3_2);
    nand(t4_1, p[3], g[2]);
    nand(t4_2, p[3], p[2], g[1]);
    nand(t4_3, p[3], p[2], p[1], g[0]);
    nand(c[4], g_bar[3], t4_1, t4_2, t4_3);
    nand(t5_1, p[4], g[3]);
    nand(t5_2, p[4], p[3], g[2]);
    nand(t5_3, p[4], p[3], p[2], g[1]);
    nand(t5_4, p[4], p[3], p[2], p[1], g[0]);
    nand(c[5], g_bar[4], t5_1, t5_2, t5_3, t5_4);
endmodule
module cla_adder_5bit (
    input wire clk,
    input wire rst,
    input wire [4:0] a,
    input wire [4:0] b,
    output wire [4:0] sum,
    output wire cout
);
    wire [4:0] a_reg, b_reg;
    wire [4:0] p, g;
    wire [5:0] c;
    wire [4:0] sum_int;
    wire cout_int;
    dff dff_a0 (.clk(clk), .rst(rst), .d(a[0]), .q(a_reg[0]));
    dff dff_a1 (.clk(clk), .rst(rst), .d(a[1]), .q(a_reg[1]));
    dff dff_a2 (.clk(clk), .rst(rst), .d(a[2]), .q(a_reg[2]));
    dff dff_a3 (.clk(clk), .rst(rst), .d(a[3]), .q(a_reg[3]));
    dff dff_a4 (.clk(clk), .rst(rst), .d(a[4]), .q(a_reg[4]));
    dff dff_b0 (.clk(clk), .rst(rst), .d(b[0]), .q(b_reg[0]));
    dff dff_b1 (.clk(clk), .rst(rst), .d(b[1]), .q(b_reg[1]));
    dff dff_b2 (.clk(clk), .rst(rst), .d(b[2]), .q(b_reg[2]));
    dff dff_b3 (.clk(clk), .rst(rst), .d(b[3]), .q(b_reg[3]));
    dff dff_b4 (.clk(clk), .rst(rst), .d(b[4]), .q(b_reg[4]));
    pg_logic pg (
        .a(a_reg),
        .b(b_reg),
        .p(p),
        .g(g)
    );
    cla_carry cla (
        .p(p),
        .g(g),
        .c(c)
    );
    assign sum_int = p ^ c[4:0];
    assign cout_int = c[5];
    dff dff_sum0 (.clk(clk), .rst(rst), .d(sum_int[0]), .q(sum[0]));
    dff dff_sum1 (.clk(clk), .rst(rst), .d(sum_int[1]), .q(sum[1]));
    dff dff_sum2 (.clk(clk), .rst(rst), .d(sum_int[2]), .q(sum[2]));
    dff dff_sum3 (.clk(clk), .rst(rst), .d(sum_int[3]), .q(sum[3]));
    dff dff_sum4 (.clk(clk), .rst(rst), .d(sum_int[4]), .q(sum[4]));
    dff dff_cout (.clk(clk), .rst(rst), .d(cout_int), .q(cout));
endmodule
module top(
    input  wire clk,
    input  wire rst,
    input  wire sw15, sw14, sw13, sw12, sw11,    
    input  wire sw10, sw9, sw8, sw7, sw6,        
    output wire [15:0] leds ,                      
    output wire [5:0] pmoda    
);
    wire [4:0] sw_a = {sw15, sw14, sw13, sw12, sw11};
    wire [4:0] sw_b = {sw10, sw9, sw8, sw7, sw6};
    wire [4:0] sum;
    wire cout;
    cla_adder_5bit dut (
        .clk(clk),
        .rst(rst),
        .a(sw_a),
        .b(sw_b),
        .sum(sum),
        .cout(cout)
    );
    assign leds[15:11] = sw_a;    
    assign leds[10:6]  = sw_b;    
    assign leds[5]     = cout;    
    assign leds[4:0]   = sum;     
    assign pmoda[0] = sum[0];  
    assign pmoda[1] = sum[1];  
    assign pmoda[2] = sum[2];  
    assign pmoda[3] = sum[3];  
    assign pmoda[4] = sum[4];  
    assign pmoda[5] = cout;    
endmodule
```

## run.sh

```bash
#!/bin/bash
# OpenROAD 26Q1-2900-gdf79404cd8, Yosys 0.63+post, stock flow scripts
make -C /OpenROAD-flow-scripts/flow DESIGN_CONFIG=/design/flow/config.mk WORK_HOME=/design/flow/orfs finish
```

==> run notes <==
Status
• complete, no violations — outcome

Synth
• 77 — yosys cell count
• 10.1 um^2 — Mean Syn Cell Area
• sky130_fd_sc_hd__dfxtp_1 — cell type with the highest aggregate area in the netlist
• 777 um^2 — mapped cell area
• 16 — synthesis-stage register bit count
• 41.2% — Seq share, synth
• sky130_fd_sc_hd__dfxtp_1 41%, sky130_fd_sc_hd__buf_4 21%, sky130_fd_sc_hd__ha_1 9.7%, sky130_fd_sc_hd__nor2b_1 9.7%, sky130_fd_sc_hd__fa_1 2.6% — leading post-synthesis cells by cell area
• 41.2% — fraction of post-synthesis cell area in the top cell type by area
• 777 um^2 — synthesized chip area reported by yosys
• 77 — synthesized instance count
• 19 — Synth cell types
• 1 — Yosys warning total

Run
• 26 — count of tool warnings
• 0 — number of max-capacitance violations reported

Drt
• 0 — final antenna-violating net count
• 9 — initial detailed-routing violation count
• 1450 um — sum of routed wire length over all layers
• 216 um — routed length on met3
• met4 — top routing layer used
• 9.02 um — wire per inst
• 469 — count of vias placed by the detailed router
• 600 um — routed metal-1 wire length
• 2 — length of the first detailed-routing pass in iterations
• 2.91 — vias per cell
• 0 — DRC violations left
• 590 um — metal2 WL
• 0 — number of antenna repair diodes

Setup path
• input pin to output pin — critical path class
• 0.49 ns — maximum cell stage delay along the critical path
• sw10 — launching element of the worst setup path
• input pin — startpoint kind of the worst setup timing path
• clkdlybuf4s50_1 > clkdlybuf4s50_1 — CP cell instances
• sky130_fd_sc_hd__clkdlybuf4s50_1 — cell type with the highest occurrence count on the critical path
• 3.12 ns — data required time of the critical path
• 2 — buffering stage count on the worst path with inverters included
• output pin — crit path capture type
• buffers and inverters — top cell family by delay on the critical path
• 2 — largest fanout on the critical path
• 1.74 ns — Worst EP arrival
• sky130_fd_sc_hd__clkdlybuf4s50_1 — Critical Path Slowest Stage Cell
• dut.dff_b1.q$_SDFF_PP0_ — worst reg2reg path startpoint

Layout
• sky130_fd_sc_hd__clkdlybuf4s50_1 — leading cell type in the layout, fill and taps excluded
• 39.0% — Synth-to-Final Area Change
• 33 x sky130_fd_sc_hd__clkdlybuf4s50_1, 16 x sky130_fd_sc_hd__dfxtp_1, 12 x sky130_fd_sc_hd__nor2b_1 — dominant logic cell types in the final layout
• 7.69% — layout cell share with drive strength beyond 1
• 21.0% — share of the core filled with cells
• 1080 um^2 — summed area of non-filler cells in the final layout

Power
• 0.121 mV — worst vdd ir
• 387 uW — Tot Pwr
• 20.2% — Net Sw Frac
• 15.9% — combinational share of power
• 38.0% — portion of total power attributed to the clock network
• 46.2% — Reg power frac
• 309 uW — Int Pwr
• 0.000430 uW — Pleak
• 358 nW/um^2 — ratio of total power to cell area
• 78.2 uW — switching power

Hold path
• register to register — class of the most critical hold timing path
• dut.dff_a0.q$_SDFF_PP0_ — source of the worst hold timing path

CTS
• 0 — number of buffers added for setup after CTS
• 3 — Inserted Clock Buffers
• 16 — CTS Sinks
• 0.06 ns — clock-pin slew on the worst setup and hold paths
• 2 — maximum clock insertion buffer count
• 0.25 ns — clk latency late pin
• 1 — CTS H-tree depth
• 0 — Post-CTS Hold Buffers
• sky130_fd_sc_hd__clkbuf_8 — CTS root buffer
• built — CTS tree
• 0 — post_cts resized

Placement
• 1020 um^2 — Placed Area
• 1170 um — estimated wirelength of the detail-placed design
• 33 — IO buf count
• 0.692 — gp weighted congestion
• 1.38 ns — pre-CTS setup slack

Timing
• 59.4% — headroom to the max-slew limit
• 0 — number of hold violations in the final report
• 0.00285 ns — final worst clock skew
• 397 MHz — achievable clock frequency
• 0 — final setup violating endpoints
• no — setup repair after global routing missed its margin
• 2.52 ns — final critical path time including I/O delays and setup
• 0 ns — final-layout setup total negative slack
• 1.38 ns — smallest setup slack after layout
• 0 — Max Slew Vio Count
• 0.608 ns — Worst Max-Slew Pin Slew
• 64.5% — Final period util

Global route
• 2390 um — wire length of the first global-routing pass
• 3.31% — global routing usage summed across all routing layers
• 19 — pin count of the biggest net entering global routing
• 539 — number of global-route vias before repair
• 0 — number of antenna violations at the first check in global routing
• 0 — global route overflow

Floorplan
• 8650 um^2 — total die area
• 34 — IO Count
• 93 um — Die H
• 26 — FP Rows
• 15.1% — core utilization before placement
• 5140 um^2 — core area
• 93 um — horizontal die dimension

-- power by group through the flow --
stage | clock network [uW] | registers [uW] | logic [uW]
4_1_cts | 154 | 179 | 63.6
5_1_grt | 161 | 180 | 70.1
6_report | 147 | 179 | 61.4
-- cells by family (layout without fill, tap and decap cells) --
logic type | Yosys count | count (layout) | share of synthesized area, %
compound gates | 6 | 6 | 5.15
fa+ha+maj | 7 | 7 | 12.2
buf+inv | 27 | 41 | 23.8
simple gates | 18 | 18 | 13.2
flops | 16 | 16 | 41.2
xor+xnor | 1 | 1 | 1.13
mux | 2 | 2 | 3.22
-- stage by stage --
step | hold WS [ns] | cells
after floorplan | 0.524 | 77
after global placement | 0.541 | 157
after detailed placement | 0.550 | 157
after CTS | 0.572 | 161
after global routing | 0.659 | 161
final | 0.570 | 161
-- cell type report --
type | instances | area, um^2
Timing Repair Buffer | 33 | 330
Multi-Input combinational cell | 34 | 272
Clock buffer | 4 | 55.1
Sequential cell | 16 | 320
Inverter | 4 | 15.0
Tap cell | 70 | 87.6
Fill cell | 595 | 4060
-- layer usage --
metal	up-vias	track usage, %
met2	24	5.32
met3	2	2.10
li1	248	-
met1	195	3.46
met5	-	0
met4	0	1.16
-- synthesized netlist by cell type (all sizes together) --
cell type,count
o21a,1
xor2,1
nor2,3
ha,6
dfxtp,16
a21o,1
inv,4
nand2,1
nand2b,1
mux2i,1
nor2b,12
or2,1
buf,23
mux2,1
fa,1
o22ai,1
a21oi,3
-- worst paths after layout --
check | to | slack [ns] | cells after the start
setup reg to reg | dut.dff_sum3.q$_SDFF_PP0_ | 2.49 | 4
hold reg to reg | dut.dff_sum0.q$_SDFF_PP0_ | 0.57 | 2
setup / recovery | leds[10] | 1.38 | 2
hold / removal | dut.dff_sum0.q$_SDFF_PP0_ | 0.57 | 2
No activity file was given, so power comes from the tool's default toggle rates.
